==> ./design.v <==
module alu #(
    parameter DATA_W =32,
    parameter SHAMT_W = 5,
    parameter OP =3
)(
    input wire [DATA_W-1:0] a,
    input wire [DATA_W-1:0] b,
    input wire [OP-1:0]     s,
    input wire              ext,
    output reg [DATA_W-1:0] y
);
    wire [SHAMT_W-1:0] shamt = b[SHAMT_W-1:0];  
    always @(*) begin
        case (s)
        3'b000: y= ext ? (a-b) : (a+b);  
        3'b111: y= a & b;                
        3'b110: y= a | b;                
        3'b100: y= a ^ b;                
        3'b001: y= a << shamt;           
        3'b101:  begin
            if (ext)
                y = $signed(a) >>> shamt;  
            else
                y = a >> shamt;          
        end
        default: y=0;
     endcase
    end
endmodule
module rfile #(
    parameter REG_W = -1,
    parameter REG_S = -1,
    parameter DATA_W = -1
)(
    input wire  clk,
    input wire [REG_W-1:0] a1,a2,a3,
    output wire [DATA_W-1:0] rd1,rd2,
    input wire [DATA_W-1:0] wd,
    input wire              we
);
    reg [DATA_W-1:0] rf [0:REG_S-1];
    wire [DATA_W-1:0] x1;
    assign x1 = rf[1];
    assign rd1 = (a1 == 0) ? {DATA_W{1'b0}} : rf[a1];
    assign rd2 = (a2 == 0) ? {DATA_W{1'b0}} : rf[a2];
    always @(posedge clk) begin
        if (we && (a3 != 0)) begin
            rf[a3] <= wd;
        end
    end
endmodule
module rv32i #(
    parameter   MEMORY_S    =   2**8,
    parameter   OPCODE_W    =   7,
    parameter   SHAMT_W     =   5,
    parameter   OP          =   3,
    parameter   PC_W        =   8,
    parameter   REG_W       =   5,
    parameter   DATA_W      =   32,
    parameter   REG_S       =   32,
    parameter   FUNCT3      =   3,
    parameter   FUNCT7      =   7,
    parameter   IMM         =   32,
    parameter   BYTE        =   8,
    parameter   HALF        =   2*BYTE,
    parameter   WORD        =   4*BYTE,
    parameter   STORE_M     =   2
)(
    input wire                  clk,
    input wire                  n_rst,
    input wire  [DATA_W-1:0]    instruction,
    output wire [PC_W-1:0]      pc,
    input wire  [DATA_W-1:0]    d_in,
    output wire                 wr_en,
    output wire [STORE_M-1:0]   mode,
    output wire [PC_W-1:0]      wr_addr,
    output wire [PC_W-1:0]      rd_addr,
    output wire [DATA_W-1:0]    d_out
);
    reg [PC_W - 1:0]        pc_reg;
    reg [DATA_W - 1:0]      inst;
    reg [PC_W-1:0]          pc_D;     
    wire                    r_we;
    wire [PC_W-1:0]         pc_next;
    reg                     valid_D, valid_E, valid_M, valid_W;
    wire                    pc_write_en;
    wire                    ifid_write_en;
    wire                    stall_pipeline;
    wire                    flush_pipeline;
    assign pc    = pc_reg;
    always @(posedge clk or negedge n_rst) begin
        if (!n_rst) begin
            pc_reg <= 0;
        end else if (pc_write_en) begin
            pc_reg <= pc_next;
        end else begin
            pc_reg <= pc_reg;  
        end
    end
    always @(posedge clk or negedge n_rst) begin
        if (!n_rst) begin
            inst <= 0;
            valid_D <= 0;
            pc_D <= 0;
        end else if (flush_pipeline) begin
            valid_D <= 0;
            inst <= inst;  
            pc_D <= pc_D;  
        end else if (ifid_write_en) begin
            inst <= instruction;
            pc_D <= pc_reg;    
            valid_D <= 1;
        end else begin
            inst <= inst;  
            pc_D <= pc_D;  
            valid_D <= valid_D;
        end
    end
    wire    [REG_W-1:0]     rs1,rs2,rd;
    wire    [DATA_W-1:0]    rdata1,rdata2;
    wire                    aluop;
    wire    [OPCODE_W-1:0]  opcode;
    wire    [FUNCT3-1:0]    funct3;
    wire    [FUNCT7-1:0]    funct7;
    wire    [DATA_W-1:0]    imm_i, imm_s, imm_b, imm_j, imm_u;
    wire    [DATA_W-1:0]    imm_sel;
    reg     [REG_W-1:0]     rd_E;
    reg     [REG_W-1:0]     rs1_E, rs2_E;
    reg     [DATA_W-1:0]    rdata_E1,rdata_E2;
    reg                     aluop_E;
    reg     [OP-1:0]        funct3_E;
    reg     [IMM-1:0]       imm_E;
    reg     [OPCODE_W-1:0]  opcode_E;
    reg     [PC_W-1:0]      pc_E;
    assign funct7   = inst[31:25];
    assign rs2      = inst[24:20];
    assign rs1      = inst[19:15];
    assign funct3   = inst[14:12];
    assign rd       = inst[11:7];
    assign opcode   = inst[6:0];
    assign aluop    = inst[30];
    assign imm_i = {{20{inst[31]}}, inst[31:20]};
    assign imm_s = {{20{inst[31]}}, inst[31:25], inst[11:7]};
    assign imm_b = {{19{inst[31]}}, inst[31], inst[7], inst[30:25], inst[11:8], 1'b0};
    assign imm_j = {{11{inst[31]}}, inst[31], inst[19:12], inst[20], inst[30:21], 1'b0};
    assign imm_u = {inst[31:12], 12'b0};
    assign imm_sel = (opcode == 7'b0000011   || opcode == 7'b0010011   || opcode == 7'b1100111) ? imm_i :
                     (opcode == 7'b0100011)   ? imm_s :
                     (opcode == 7'b1100011)  ? imm_b :
                     (opcode == 7'b1101111)     ? imm_j :
                     (opcode == 7'b0110111 || opcode == 7'b0010111) ? imm_u :
                     imm_i;
    wire                    id_rs2_used;
    assign id_rs2_used = (opcode == 7'b0110011) || (opcode == 7'b0100011) || (opcode == 7'b1100011);
    rfile #(
        .REG_W(REG_W),
        .DATA_W(DATA_W),
        .REG_S(REG_S)
    )rfile(
        .clk(clk),
        .a1(rs1),        
        .a2(rs2),        
        .a3(rd_W),       
        .rd1(rdata1),    
        .rd2(rdata2),    
        .wd(wd),         
        .we(r_we)        
    );
    always @(posedge clk or negedge n_rst) begin
        if (!n_rst) begin
            rdata_E1    <= 0;
            rdata_E2    <= 0;
            rd_E        <= 0;
            funct3_E    <= 0;
            aluop_E     <= 0;
            opcode_E    <= 0;
            imm_E       <= 0;
            pc_E        <= 0;
            valid_E     <= 0;
        end else if (flush_pipeline) begin
            rdata_E1    <= 0;
            rdata_E2    <= 0;
            rd_E        <= 0;
            rs1_E       <= 0;
            rs2_E       <= 0;
            funct3_E    <= 0;
            aluop_E     <= 0;
            opcode_E    <= 0;
            imm_E       <= 0;
            pc_E        <= 0;
            valid_E     <= 0;
        end else if (stall_pipeline) begin
            rdata_E1    <= 0;
            rdata_E2    <= 0;
            rd_E        <= 0;
            rs1_E       <= 0;
            rs2_E       <= 0;
            funct3_E    <= 0;
            aluop_E     <= 0;
            opcode_E    <= 0;
            imm_E       <= 0;
            pc_E        <= pc_E;  
            valid_E     <= 0;
        end else begin
            rdata_E1    <= rdata1;
            rdata_E2    <= rdata2;
            rd_E        <= rd;
            rs1_E       <= rs1;
            rs2_E       <= rs2;
            funct3_E    <= funct3;
            aluop_E     <= aluop;
            opcode_E    <= opcode;
            imm_E       <= imm_sel;
            pc_E        <= pc_D;    
            valid_E     <= valid_D;
        end
    end
    reg     [DATA_W-1:0]    alu_res_M;
    reg     [REG_W-1:0]     rd_M;
    reg     [FUNCT3-1:0]    funct3_M;
    reg     [DATA_W-1:0]    rdata_M1,rdata_M2;
    reg     [OPCODE_W-1:0]  opcode_M;
    reg     [PC_W-1:0]      pc_M;
    wire    [DATA_W-1:0]    alu_res;
    wire    [DATA_W-1:0]    in_a, in_b;
    wire    [DATA_W-1:0]    rs1_fwd, rs2_fwd;
    wire    [FUNCT3-1:0]    s;
    wire                    branch_taken_E;
    wire    [PC_W-1:0]      pc_plus4;
    wire    [PC_W-1:0]      branch_target;
    wire    [PC_W-1:0]      jal_target;
    wire    [PC_W-1:0]      jalr_target;
    wire                    use_imm_E;
    reg     [PC_W-1:0]      pc_next_r;
    wire    [DATA_W-1:0]    branch_sum;
    wire    [DATA_W-1:0]    jal_sum;
    wire    [DATA_W-1:0]    jalr_sum;
    wire                    is_jal_E, is_jalr_E;
    assign s        = (opcode_E == 7'b0110011 || opcode_E == 7'b0010011) ? funct3_E : 0;
    assign use_imm_E= (opcode_E == 7'b0000011)  || (opcode_E == 7'b0100011) ||
                      (opcode_E == 7'b0010011)   || (opcode_E == 7'b1101111)   ||
                      (opcode_E == 7'b1100111)  || (opcode_E == 7'b0110111)   ||
                      (opcode_E == 7'b0010111);
    wire [DATA_W-1:0] wb_result = (opcode_W == 7'b0000011) ? rd_data_W : alu_res_W;
    assign rs1_fwd = (rd_M != 0 && rd_M == rs1_E) ? alu_res_M :
                     (rd_W != 0 && rd_W == rs1_E) ? wb_result : rdata_E1;
    assign rs2_fwd = (rd_M != 0 && rd_M == rs2_E) ? alu_res_M :
                     (rd_W != 0 && rd_W == rs2_E) ? wb_result : rdata_E2;
    assign in_a     = (opcode_E == 7'b0010111) ? pc_E : (opcode_E == 7'b0110111 ? {DATA_W{1'b0}} : rs1_fwd);
    assign in_b     = use_imm_E ? imm_E : rs2_fwd;
    assign branch_taken_E = (opcode_E == 7'b1100011) && (funct3_E == 3'b000) && (rs1_fwd == rs2_fwd);
    assign pc_plus4       = pc_reg + 8'd4;
    assign branch_sum     = pc_E + imm_E;
    assign branch_target  = branch_sum[7:0];
    assign is_jal_E       = (opcode_E == 7'b1101111);
    assign is_jalr_E      = (opcode_E == 7'b1100111);
    assign jal_sum        = pc_E + imm_E;
    assign jalr_sum       = rs1_fwd + imm_E;
    assign jal_target     = jal_sum[PC_W-1:0];
    assign jalr_target    = jalr_sum[PC_W-1:0];
    always @(*) begin
        pc_next_r = pc_plus4;
        if (branch_taken_E)  pc_next_r = branch_target;
        else if (is_jal_E)   pc_next_r = jal_target;
        else if (is_jalr_E)  pc_next_r = jalr_target;
    end
    assign pc_next = pc_next_r;
    alu #(
        .DATA_W(DATA_W),
        .SHAMT_W(SHAMT_W),
        .OP(OP)
    )alu(
        .a(in_a),
        .b(in_b),
        .s(s),  
        .ext(aluop_E),
        .y(alu_res)
    );
    reg [DATA_W-1:0] store_data_M;
    always @(posedge clk or negedge n_rst)begin
        if (!n_rst) begin
            alu_res_M   <= 0;
            rd_M        <= 0;
            funct3_M    <= 0;
            opcode_M    <= 0;
            rdata_M1    <= 0;
            rdata_M2    <= 0;
            pc_M        <= 0;
            valid_M     <= 0;
            store_data_M<= 0;
        end else begin
            alu_res_M   <= alu_res;
            rd_M        <= rd_E;
            funct3_M    <= funct3_E;
            opcode_M    <= opcode_E;
            rdata_M1    <= rdata_E1;
            rdata_M2    <= rdata_E2;
            pc_M        <= pc_E;
            valid_M     <= valid_E;
            store_data_M<= rs2_fwd;
        end
    end
    wire    [DATA_W-1:0]    rd_data;
    reg     [OPCODE_W-1:0]  opcode_W;
    reg     [DATA_W-1:0]    rd_data_W;
    reg     [DATA_W-1:0]    alu_res_W;
    reg     [REG_W-1:0]     rd_W;
    reg     [PC_W-1:0]      pc_W;
    assign rd_addr  = alu_res_M;
    assign rd_data  = rd_data_sel(funct3_M,d_in);
    function [DATA_W-1:0] rd_data_sel(
        input [FUNCT3-1:0] funct,
        input [DATA_W-1:0] data
    );
        case(funct)
            3'b000 : rd_data_sel = (data[7]) ? {24'hFFFFFF,data[7:0]}:{24'h0,data[7:0]};
            3'b001 : rd_data_sel = (data[15]) ? {16'hFFFF,data[15:0]}:{16'h0,data[15:0]};
            3'b010 : rd_data_sel = data;
            3'b100 : rd_data_sel = {24'h0,data[7:0]};
            3'b101 : rd_data_sel = {16'h0,data[15:0]};
            default: rd_data_sel = 32'h0;
        endcase
    endfunction
    always @(posedge clk or negedge n_rst) begin
        if (!n_rst) begin
            opcode_W    <= 0;
            rd_data_W   <= 0;
            rd_W        <= 0;
            alu_res_W   <= 0;
            pc_W        <= 0;
            valid_W     <= 0;
        end else begin
            opcode_W    <= opcode_M;
            rd_data_W   <= rd_data;
            rd_W        <= rd_M;
            alu_res_W   <= alu_res_M;
            pc_W        <= pc_M;
            valid_W     <= valid_M;
        end
    end
    wire [DATA_W-1:0]   wd;
    wire [DATA_W-1:0]   jal_link;
    assign jal_link  = pc_W + 32'd4;
    assign wd        = (opcode_W == 7'b0000011)                         ? rd_data_W :
                       (opcode_W == 7'b0110011   || opcode_W == 7'b0010011 ||
                        opcode_W == 7'b0010111 || opcode_W == 7'b0110111) ? alu_res_W :
                       (opcode_W == 7'b1101111  || opcode_W == 7'b1100111) ? jal_link :
                       rd_data_W;
    assign r_we     = valid_W && (
                      (opcode_W == 7'b0000011)  || (opcode_W == 7'b0110011)   ||
                      (opcode_W == 7'b0010011)   || (opcode_W == 7'b1101111)  ||
                      (opcode_W == 7'b1100111)  || (opcode_W == 7'b0110111)  ||
                      (opcode_W == 7'b0010111));
    assign wr_en    = valid_M && (opcode_M == 7'b0100011);
    assign mode     = funct3_M[1:0];
    assign wr_addr  = alu_res_M;
    assign d_out    = store_data_M;
    wire ex_is_load = (opcode_E == 7'b0000011);
    assign stall_pipeline = ex_is_load && (rd_E != 0) &&
                            ( (rd_E == rs1) || (id_rs2_used && (rd_E == rs2)) ) && valid_D;
    assign flush_pipeline = branch_taken_E || is_jal_E || is_jalr_E;
    assign pc_write_en    = ~stall_pipeline;
    assign ifid_write_en  = ~stall_pipeline;
endmodule
==> ./run.sh <==
#!/bin/bash
# OpenROAD 26Q1-2900-gdf79404cd8, Yosys 0.63+post, stock flow scripts
make -C /OpenROAD-flow-scripts/flow DESIGN_CONFIG=/design/flow/config.mk WORK_HOME=/design/flow/orfs finish
==> ./config.mk <==
export PLATFORM = sky130hd
export DESIGN_NAME = rv32i
export DESIGN_NICKNAME = rv32i
export VERILOG_FILES = /design/flow/design.v
export SDC_FILE = /design/flow/constraint.sdc
export NUM_CORES = 4
export LEC_CHECK = 1
export CORE_UTILIZATION = 40
export SYNTH_HDL_FRONTEND = slang
==> ./constraint.sdc <==
current_design rv32i

set clk_period 34.8
set clk_io_pct 0.2

create_clock -name clk0 -period $clk_period [get_ports {clk}]

set non_clock_inputs [all_inputs -no_clocks]
set_input_delay [expr $clk_period * $clk_io_pct] -clock clk0 $non_clock_inputs
set_output_delay [expr $clk_period * $clk_io_pct] -clock clk0 [all_outputs]
==> results_slide.txt <==
Run Summary

Detailed routing
  • Vias per cell: 6.190
  • Post-route ant nets: 0
  • Vias: 44940
  • DR DRC count: 0
  • DRT Pass-1 Iters: 27
  • WL per Instance: approximately 32 um
  • Initial DRC count: between 3000 and 4000
  • WL final: around 230000 um

Logic synthesis
  • Chip Area, Yosys: slightly above 0.07 mm2
  • Post-synthesis cell area: around 0.071 mm2
  • Yosys cell count: approximately 4700
  • Dominant cell area share: 0.4367
  • Post-synth seq share: 0.5575
  • Number of enable flip-flop cells: a little over 1000
  • Ys Warns: 0
  • Top cells by area: edfxtp_1 (44%), mux4_2 (20%), dfrtp_1 (12%), mux2i_1 (3.4%), ha_1 (2.0%)
  • Avg Synthesized Cell Area: ~15 um2
  • Post-synthesis register bit count: approximately 1400
  • Syn Inst Count: roughly 4700
  • Synth Flop Type: edfxtp_1
  • Area leader, netlist: edfxtp_1
  • Cell Type Count: 100
  • Asr flop ratio synth: 0.2491

STA
  • Slack of the critical path: around 25000 ps
  • Hold Fails Final Rpt: 0
  • Worst Tran Pin Value: between 900 and 1000 ps
  • Fin crit share: 0.2712
  • Min Clock Period, post-route: ~9400 ps
  • Fin. max-slew vios: 0
  • Clock Skews: ~48 ps
  • Fmax achieved: between 100 and 150 MHz
  • Unrepaired setup endpoints after global routing: false
  • Relative slew slack: 0.3491
  • Final Setup Violations: 0
  • Setup_tns: 0 ps

Power and ir drop
  • Leak Pwr: ~0.029 uW
  • Max IR drop VDD: 0.05253 mV
  • Pwr dens: roughly 58 mW/mm2

Setup path
  • CP Data Required Time: approximately 28000 ps
  • Crit path max fanout: 2
  • Critical Path Source Type: flip-flop
  • Crit Path Class: reg2out
  • Buf/Inv on CP: 1
  • Critical path's slowest cell: clkdlybuf4s50_1
  • Worst setup EP type: output port
  • Delay-heaviest family, CP: simple AND/OR/NAND/NOR gates
  • WP data arrival: approximately 2500 ps
  • Max stage delay on crit path: 580 ps
  • Crit-path cells: nand4bb_1 -> nor4_1 -> clkdlybuf4s50_1

Placed design
  • Port buffer count: ~120
  • Post-placement cell area: roughly 0.076 mm2
  • Hpwl dp: 152700 um
  • Pre-CTS setup slack: about 25000 ps
  • RD Place Congestion: approximately 1.0

Cells and area
  • Post-route design area: between 0.08 and 0.09 mm2
  • Fin util: 0.4565
  • Layout cells sized above 1: 0.2476
  • Most frequent logic cell in the layout: edfxtp_1
  • Synthesis-to-finish area growth: 13.20%
  • Top Layout Cells: edfxtp_1 (1034), mux4_2 (640), dfrtp_1 (331)
  • Max reg flops: slightly above 1000
  • Top reg by flops: rfile.rf

CTS
  • Post-CTS resize count: 0
  • Clock buffer depth: 3
  • Hold_buf cts: 0
  • Root Driver: clkbuf_16
  • Clock Sinks: ~1400
  • CTS Buf Count: 147
  • Skew-Pair Late Insertion Delay: between 800 and 900 ps
  • CTS tree: done
  • # H-tree levels: 4
  • Clk pin slew, worst setup/hold paths: ~60 ps
  • Total setup buffers inserted after CTS: 0

Die
  • Core box area: between 0.15 and 0.2 mm2
  • Ports: ~130
  • Floorplan core density: 0.4033
  • Die height: roughly 420 um
  • Placement Rows: roughly 150
  • Die width: 423.6 um
  • Die area: between 0.15 and 0.2 mm2

GRT
  • First-pass GRT wire length: around 340000 um
  • Via count of the first global-routing pass: about 47000
  • Gr usage total: 0.2831
  • Largest net degree at the start of global routing: between 60 and 70
  • Initial antenna violation count: 3
  • Grt ovf: 0

Job
  • Number of max-cap violations: 0
  • Tool Warnings: around 60

Status
  • Status: completed

Worst hold path
  • Hold crit path type: reg2reg
-- where the power goes --
group / internal, uW / switching [uW]
logic: 433 / 689
clock network: 882 / 668
registers: 1890 / 112
-- metal layers --
| layer | global-route usage | up-vias | part of all wire |
|---|---|---|---|
| met4 | 0.1122 | 7 | 0.053 |
| met2 | 0.4145 | 2920 | 0.46 |
| li1 | - | 18970 | - |
| met1 | 0.3546 | 22580 | 0.34 |
| met3 | 0.1668 | 463 | 0.15 |
| met5 | 0.007258 | - | 0.00080 |
-- final cells by class --
class | instances | area (um2)
inverter | 99 | 371.6
clock inverter | 79 | 829.5
timing repair buffer | 323 | 2740
fill | 15060 | 95830
multi-input combinational | 2852 | 30030
antenna | 1 | 2.502
clock buffer | 189 | 3908
sequential | 1377 | 39670
tap | 2340 | 2928
-- metrics by stage --
step / hold slack, ps / instances / power (uW)
final: 342.3 / 7260 / 4670
after global routing: 351.9 / 7259 / 4838
after CTS: 345.4 / 7259 / 4681
after detailed placement: 336.3 / 6991 / 3123
after global placement: 335.9 / 6991 / 3129
after floorplan: 331.2 / 4685 / 2677
-- worst paths after layout --
kind                              from            end  slack, ps  cells past startpoint
setup / recovery           opcode_M[6]          wr_en      25360                      3
hold / removal                 pc_M[4]        pc_W[4]        340                      0
setup reg to reg               rd_W[3]  alu_res_M[31]      26950                     23
hold reg to reg                pc_M[4]        pc_W[4]        340                      0
max in group asynchronous        n_rst   rdata_E1[11]      26310                      4
min in group asynchronous        n_rst    opcode_E[3]       6060                      1
-- cell families after synthesis --
family,count (synthesis),share of synthesized area
multiplexers,944,0.2475
other,1,0.00005275
XOR/XNOR,129,0.01589
adder cells (fa/ha/maj),115,0.02056
AND-OR/OR-AND,816,0.07738
AND/OR/NAND/NOR,816,0.05415
buffers and inverters,456,0.02703
flip-flops,1377,0.5575
-- Yosys cell counts, types with 85 or more instances --
| master | count |
|---|---|
| nor2_1 | 306 |
| inv_1 | 95 |
| edfxtp_1 | 1034 |
| a21oi_1 | 253 |
| ha_1 | 112 |
| mux4_2 | 640 |
| clkbuf_1 | 202 |
| dfrtp_1 | 343 |
| mux2i_1 | 242 |
| xnor2_1 | 85 |
| nand2_1 | 202 |
| o21ai_0 | 108 |
No activity file was given, so power comes from the tool's default toggle rates.
